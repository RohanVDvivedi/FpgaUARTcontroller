### /design/flow/design.v
module echo(
	input echo_button_bar,
	input reset_bar,
	input clk,
	input RX,
	output RC_bar,
	output TX,
	output TC_bar
    );
wire RC;
wire TC;
assign RC_bar = ~RC;
assign TC_bar = ~TC;
wire echo_button;
wire reset;
assign reset = ~reset_bar;
assign echo_button = ~echo_button_bar;
wire [7:0] data_bus;
wire read_complete;
wire write_enable;
assign write_enable = RC && TC;
assign read_complete = RC && TC;
uart_rx uart_rx (reset,	clk, data_bus, read_complete, RC, RX);
uart_tx uart_tx (reset, clk, data_bus, write_enable,	TC, TX);
endmodule
module uart_rx(
	 input reset,					 
	 input clk,						 
    output reg [7:0] data_out, 
	 input read_complete,		 
    output reg RC,				 
    input RX						 
    );
	reg [1:0] state;
	reg [7:0] rx_buff;	 
	reg [2:0] bit_addr;	 
	reg [63:0] count;		 
	parameter clk_frequency  = 50000000;
	parameter baud_rate      = 9600;
	parameter full_bit_count = (clk_frequency/baud_rate) - 1;
	parameter half_bit_count = ((clk_frequency/baud_rate)/2) - 1;
	parameter one_half_bit_count = full_bit_count + half_bit_count + 1;
	parameter IDLE = 2'b00;
	parameter START = 2'b01;
	parameter BIT_WR = 2'b10;
	parameter STOP = 2'b11;
	always@(posedge clk) begin
		if(reset) begin
			state <= IDLE;
			RC <= 0;
		end
		else begin
			if(read_complete)
				RC <= 1'b0;
			case(state)
				IDLE :									 
					begin
						if(RX == 0) begin
							count <= 0;
							state <= START;
						end
					end
				START :									 
					begin
						if(count == half_bit_count) begin
							count <= 0;
							bit_addr <= 0;
							state <= BIT_WR;
						end
						else
							count <= count + 1;
					end
				BIT_WR :									 
					begin
						if(count == full_bit_count) begin
							count <= 0;
							rx_buff[bit_addr] <= RX;
							if(bit_addr == 7) begin
								state <= STOP;
							end
							else begin
								bit_addr <= bit_addr + 1;
							end
						end
						else
							count <= count + 1;
					end
				STOP :									 
					begin
						if(count == full_bit_count) begin
							if(RX == 1) begin
								RC <= 1'b1;
								state <= IDLE;
								count <= 0;
								data_out <= rx_buff;
							end
						end
						else
							count <= count + 1;
					end
			endcase
		end
	end
endmodule
module uart_tx(
	 input reset,				 
	 input clk,					 
    input [7:0] data_in,	 
    input write_enable,		 
    output reg TC,			 
    output reg TX				 
    );
	reg [1:0] state;
	reg [7:0] tx_buff;	 
	reg [2:0] bit_addr;	 
	reg [63:0] count;		 
	parameter clk_frequency  = 50000000;
	parameter baud_rate      = 9600;
	parameter full_bit_count = (clk_frequency/baud_rate) - 1;
	parameter half_bit_count = ((clk_frequency/baud_rate)/2) - 1;
	parameter IDLE = 2'b00;
	parameter START = 2'b01;
	parameter BIT_WR = 2'b10;
	parameter STOP = 2'b11;
	always@(posedge clk) begin
		if(reset) begin
			state <= IDLE;
			TX <= 1;
			TC <= 1;
		end
		else begin
			case(state)
				IDLE :									 
					begin
						if(write_enable) begin
							tx_buff <= data_in;
							TX <= 0;
							TC <= 0;
							count <= 0;
							state <= START;
						end
						else begin
							TX <= 1;
							TC <= 1;
						end
					end
				START :									 
					begin
						if(count == full_bit_count) begin
							count <= 0;
							TX <= tx_buff[0];
							bit_addr <= 1;
							state <= BIT_WR;
						end
						else
							count <= count + 1;
					end
				BIT_WR :									 
					begin
						if(count == full_bit_count) begin
							count <= 0;
							if(bit_addr == 0) begin
								state <= STOP;
								TX <= 1'b1;
							end
							else begin
								TX <= tx_buff[bit_addr];
								bit_addr <= bit_addr + 1;
							end
						end
						else
							count <= count + 1;
					end
				STOP :									 
					begin
						if(count == full_bit_count) begin
							count <= 0;
							state <= IDLE;
							TC <= 1'b1;
						end
						else
							count <= count + 1;
					end
			endcase
		end
	end
endmodule
### /design/flow/constraint.sdc
current_design echo

set clk_period 7.2
set clk_io_pct 0.2

create_clock -name clk0 -period $clk_period [get_ports {clk}]

set non_clock_inputs [all_inputs -no_clocks]
set_input_delay [expr $clk_period * $clk_io_pct] -clock clk0 $non_clock_inputs
set_output_delay [expr $clk_period * $clk_io_pct] -clock clk0 [all_outputs]
### /design/flow/config.mk
export PLATFORM = sky130hd
export DESIGN_NAME = echo
export DESIGN_NICKNAME = echo
export VERILOG_FILES = /design/flow/design.v
export SDC_FILE = /design/flow/constraint.sdc
export NUM_CORES = 4
export LEC_CHECK = 1
export CORE_UTILIZATION = 40
### /design/flow/run.sh
#!/bin/bash
# OpenROAD 26Q1-2900-gdf79404cd8, Yosys 0.63+post, stock flow scripts
make -C /OpenROAD-flow-scripts/flow DESIGN_CONFIG=/design/flow/config.mk WORK_HOME=/design/flow/orfs finish
==> flow report <==
RUN STATUS
-----------------------------------------------------------------------------------------
Status                                                                          completed

SYNTHESIS
-----------------------------------------------------------------------------------------
Yosys aoi share                                                                     0.107
Cells after Synth                                                                     928
Proportion of register bits with asynchronous set or reset after synthesis              0
Number of distinct library cells after synthesis                                       63
Seq cells post-synth                                                                  169
Multiplexer share of the synthesized area                                         0.00812
Cell count listed in synth_stat.txt                                                   928
Post-Synth Simple-Gate Area                                                         0.250
Top non-seq family                                                           simple AND/OR/NAND/NOR gates
Prevailing post-synth register cell                                          sky130_fd_sc_hd__edfxtp_1
Post-synthesis area per instance                                                10.3 um^2
Adder-cell area share of the yosys netlist                                         0.0105
Number of synthesized flops with an enable pin                                        158
Part of the Yosys area used for sequential elements                                 0.520
Post-synth design cell area                                                  0.00956 mm^2
Synth Area in XOR/XNOR                                                             0.0733
Count of synthesis-stage warnings from yosys                                            2
Post-synthesis chip area from yosys                                          0.00956 mm^2

GRT
-----------------------------------------------------------------------------------------
Most Crowded Layer GR                                                                met1
Global-route wire length before repair                                            35.0 mm
GR Layer Usage met3                                                                0.0423
Met1 capacity usage during global routing                                           0.315
Total overflow reported by the global router                                            0
GRT met2 Usage                                                                      0.270
Total global routing track utilization                                              0.187
Vias in the first global route                                                       6735
Largest net degree at the start of global routing                                      65
Antenna violations before repair                                                        1

ROUTING
-----------------------------------------------------------------------------------------
Wire length reported by the detailed router                                       20.7 mm
Drt first-iter violations                                                             710
Number of design rule violations left after detail routing                              0
Post-DRT Antenna Nets                                                                   0
Vias per inst                                                                        5.77
Router iterations before antenna repair                                                 5
Avg WL per Cell                                                                   16.5 um
Vias                                                                                 7229
Antenna Diode Count                                                                     0

DIE
-----------------------------------------------------------------------------------------
# IOs                                                                                   7
Die W                                                                              157 um
Placement Rows                                                                         56
Placeable core region                                                         0.0235 mm^2
Pre-placement core utilization                                                      0.407
Die height                                                                         157 um
Total die area                                                                0.0245 mm^2

CLOCK NETWORK
-----------------------------------------------------------------------------------------
# hold bufs at CTS                                                                      0
Clock tree from TritonCTS                                                             yes
TritonCTS sink count                                                                  169
Root buffer cell                                                             sky130_fd_sc_hd__clkbuf_16
Max Root-Sink Buffers                                                                   2
Setup fix buffers added after clock tree synthesis                                      0
Clock insertion delay at the later pin of the skew report                         0.43 ns
Clock transition at path regs                                                     0.08 ns
H-tree depth                                                                            4
Cts repair resizes                                                                      0
TritonCTS Buffers                                                                      17

TIMING
-----------------------------------------------------------------------------------------
Final min period                                                                  3.94 ns
Final setup viols                                                                       0
Unrepaired setup endpoints after global routing                                        no
Worst Setup Slack, final                                                          3.26 ns
Fin Setup TNS                                                                        0 ns
Pins over their slew limit                                                              0
Final hold violation count                                                              0
Post-Route Hold Slack                                                            0.422 ns
Upper clock frequency limit                                                       254 MHz
Skew final                                                                      0.0169 ns
Worst relative slew slack                                                           0.470
Post-route clock period utilization                                                 0.547
Slew at the pin with the worst max-slew slack                                    0.784 ns

CELLS AND AREA
-----------------------------------------------------------------------------------------
Leading cell type in the layout, fill and taps excluded                      sky130_fd_sc_hd__edfxtp_1
Final Instance Count excl. Fillers                                                   1252
Most frequent logic cells in the routed design                               sky130_fd_sc_hd__edfxtp_1, sky130_fd_sc_hd__nor2_1, sky130_fd_sc_hd__nand2_1, sky130_fd_sc_hd__nand4_1, sky130_fd_sc_hd__a21oi_1
Syn-to-layout area delta                                                            10.9%
Fraction of layout instances using a drive strength above 1                        0.0740
Filler cells                                                                         2144
Post-layout utilization of the core                                                 0.451

WORST SETUP PATH
-----------------------------------------------------------------------------------------
Critical path, cell by cell                                                  clkdlybuf4s50_1, clkinv_1, a221o_1, a31oi_4, buf_4, buf_4
Kind of critical path                                                        input port to register
Crit path largest cell delay                                                      0.75 ns
Critical path endpoint category                                                  register
Cell type with the highest occurrence count on the critical path             sky130_fd_sc_hd__buf_4
WP data arrival                                                                   4.00 ns
CP startpoint kind                                                             input port
Cell with the largest stage delay on the worst path                          sky130_fd_sc_hd__clkdlybuf4s50_1
Biggest fanout along the worst timing path                                             40
Top cell family by delay on the critical path                                buffers and inverters
Data required time at the worst endpoint                                          7.26 ns
Total buffers and inverters traversed by the critical path                              4

JOB
-----------------------------------------------------------------------------------------
Max-cap check violation count                                                           0
OpenROAD warning count                                                                 29

PWR
-----------------------------------------------------------------------------------------
VDD IR max                                                                         118 uV
Static Leak                                                                       3.18 nW
Power per unit of standard cell area                                          203 mW/mm^2

PLACED DESIGN
-----------------------------------------------------------------------------------------
HPWL after detailed placement                                                     13.5 mm
Post-placement setup slack                                                        2.83 ns
Cells after DPL                                                                      1220
Number of port buffers                                                                  5
GPL Wtd Cong                                                                        0.844

WORST HOLD PATH
-----------------------------------------------------------------------------------------
Class of the most critical hold timing path                                  register to register

[kinds of logic (layout without fill, tap and decap cells)]
kind of cell,count (synthesis),count (layout)
buffers and inverters,75,80
xor gates and xnor gates,80,80
and+or+nand+nor,427,427
AOI/OAI and AO/OA,164,164
muxes,5,5
DFF,169,169
adders and majority gates,8,8
[worst reg2reg max path: stages (launching register included)]
cell and delay (ns):
sky130_fd_sc_hd__edfxtp_1 0.49, sky130_fd_sc_hd__nor4_1 0.54, sky130_fd_sc_hd__nand4_1 0.15, sky130_fd_sc_hd__or4_1 0.73, sky130_fd_sc_hd__nand2_2 0.44, sky130_fd_sc_hd__buf_4 0.48
sky130_fd_sc_hd__o21ba_2 0.23
[stage by stage]
| stage | power, W | area (um^2) |
|---|---|---|
| after floorplan | 0.00120 | 9560 |
| after global placement | 0.00123 | 9980 |
| after detailed placement | 0.00123 | 9980 |
| after CTS | 0.00218 | 10600 |
| after global routing | 0.00223 | 10600 |
| final | 0.00215 | 10600 |
[area by class of cell]
type / count / area [um^2] / area share
flip-flops and latches: 169 / 4960 / 0.468
multi-input cells: 684 / 4350 / 0.411
clock buffers: 17 / 425 / 0.0401
well taps: 319 / 399 / 0.0377
clock inverters: 15 / 194 / 0.0183
repair buffers: 19 / 155 / 0.0146
inverters: 29 / 109 / 0.0103
[cell usage after synthesis (18+ instances only)]
master | instances | area [um^2]
sky130_fd_sc_hd__nor4_1 | 54 | 338
sky130_fd_sc_hd__nand3_1 | 42 | 210
sky130_fd_sc_hd__nor2_1 | 64 | 240
sky130_fd_sc_hd__o21ai_0 | 37 | 185
sky130_fd_sc_hd__or4_1 | 20 | 150
sky130_fd_sc_hd__nor3_1 | 24 | 120
sky130_fd_sc_hd__xnor2_1 | 41 | 359
sky130_fd_sc_hd__nand4_1 | 58 | 363
sky130_fd_sc_hd__edfxtp_1 | 158 | 4740
sky130_fd_sc_hd__a21oi_1 | 59 | 295
sky130_fd_sc_hd__o31ai_1 | 18 | 135
sky130_fd_sc_hd__and3_1 | 20 | 125
sky130_fd_sc_hd__xor2_1 | 39 | 342
sky130_fd_sc_hd__nand2_1 | 65 | 244
sky130_fd_sc_hd__clkbuf_1 | 34 | 128
sky130_fd_sc_hd__inv_1 | 28 | 105
sky130_fd_sc_hd__a22oi_1 | 24 | 180
sky130_fd_sc_hd__or3_1 | 29 | 181
[flip-flops by register name, summed over array words and instances (netlist names)]
name and flops:
uart_tx.TX 1, uart_tx.state 4, uart_tx.tx_buff 8, uart_rx.data_out 8
uart_rx.rx_buff 8, uart_tx.bit_addr 3, uart_rx.RC 1, uart_rx.bit_addr 3
uart_tx.count 64, uart_rx.state 4, uart_tx.TC 1, uart_rx.count 64
[final timing paths]
path	from	endpoint	slack, ns	depth (start not counted)
max	reset_bar	uart_rx.count[11]	3.26	6
min	uart_rx.data_out[0]	uart_tx.tx_buff[0]	0.42	0
max reg2reg	uart_tx.count[37]	uart_tx.count[60]	3.90	6
min reg2reg	uart_rx.data_out[0]	uart_tx.tx_buff[0]	0.42	0
[power breakdown]
| part | switching (W) | total (W) | internal (W) |
|---|---|---|---|
| combinational | 0.0000469 | 0.0000758 | 0.0000289 |
| sequential | 0.0000332 | 0.00113 | 0.00110 |
| clock | 0.000440 | 0.000943 | 0.000503 |
| total | 0.000520 | 0.00215 | 0.00163 |
[layer usage]
layer,vias to the layer above,wire (um)
li1,3593,-
met1,3467,10000
met2,158,9410
met3,9,1150
met4,2,116
met5,-,17
Power figures rest on the tool's default switching activity, not on a simulated workload.
